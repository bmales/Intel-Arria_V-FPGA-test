[design.v]
module LCD(clk, data,rs,rw,enb);
	input clk;
	output reg[7:0] data;
	output reg rs;
	output reg rw;
	output reg enb=0;
	reg[3:0] state = 4'b0000;
	reg[3:0] print = 4'b0000;
	reg[25:0] del_counter = 26'd0;
	reg[25:0] en_counter = 26'd0;
	reg[4:0] i = 0;
	reg end_print = 0;
	reg cmd_data= 0;
	always @ (posedge clk) begin
		enb = 1'b0;  
		case(state)
			4'b0000:begin
				del_counter = del_counter + 1;
					if(del_counter > 2200000) begin
					state = 4'b0001;
					del_counter = 26'd0;
				end
			end
			4'b0001:begin     
				del_counter = del_counter + 1;
				if(del_counter > 1800000) begin
					rs=1'b0;
					rw=1'b0;
					data=8'b00111000;
					enb = 1'b1;
					state = 4'b0010;
					del_counter = 26'd0;
				end
			end      
			4'b0010:begin    
				del_counter  = del_counter +1'b1;
				if(del_counter >2200) begin
					rs=1'b0;
					rw=1'b0;
					data=8'b00001110;   
					enb=1'b1;  
					state=4'b0011;
					del_counter = 1'b0;
				end
			end
			4'b0011:begin    
			del_counter  = del_counter +1'b1;
			if(del_counter >2200) begin
				rs=1'b0;
				rw=1'b0;
				if(cmd_data==1'b1)begin
					data=8'b00000010;  
					state = 4'b0101;
				end
				else
					data=8'b00000001;
					enb=1'b1;  
					state=4'b0100;
					del_counter = 1'b0;
				end
			end
			4'b0100:begin    
				del_counter  = del_counter +1'b1;
				if(del_counter >2200) begin
					rs=1'b0;
					rw=1'b0;
					data=8'b00000110;
					enb=1'b1;  
					state = 4'b0101;
					cmd_data=1;
					del_counter = 1'b0;
				end 
			end
			4'b0101:begin
				del_counter  = del_counter +1'b1;
				if(del_counter >10000) begin
					rs=1'b1;
					rw=1'b0;
					case(i)
						5'b00000:begin
							data=8'b01000001; 
							i =5'b00001;
							enb=1'b1;
						end
						5'b00001:begin
							data=8'b01010010; 
							i = 5'b00010;
							enb=1'b1;
						end
						5'b00010:begin
							data=8'b01010010; 
							i = 5'b00011;
							enb=1'b1;
						end
						5'b00011:begin
							data=8'b01001001; 
							i = 5'b00100;
							enb=1'b1;
						end
						5'b00100:begin
							data=8'b01000001; 
							i =5'b00101;
							enb=1'b1;
						end
						5'b00101:begin
							data=8'b00100000; 
							i =5'b00110;
							enb=1'b1;
						end
						5'b00110:begin
							data=8'b01010110; 
							i =5'b00111;
							enb=1'b1;
						end
						5'b00111:begin
							data=8'b00100000; 
							i =5'b01000;
							enb=1'b1;
						end
						5'b01000:begin
							data=8'b01000111; 
							i =5'b01001;
							enb=1'b1;
						end
						5'b01001:begin
							data=8'b01010100; 
							i =5'b01010;
							enb=1'b1;
						end
						5'b01010:begin
							state = 4'b0011;
							cmd_data=1;
							i=5'b00000;
						end
						endcase
							del_counter = 1'b0;
						end
					end
			endcase 
	end
endmodule
[run.sh]
#!/bin/bash
# OpenROAD 26Q1-2900-gdf79404cd8, Yosys 0.63+post, stock flow scripts
make -C /OpenROAD-flow-scripts/flow DESIGN_CONFIG=/design/flow/config.mk WORK_HOME=/design/flow/orfs finish
[config.mk]
export PLATFORM = sky130hd
export DESIGN_NAME = LCD
export DESIGN_NICKNAME = LCD
export VERILOG_FILES = /design/flow/design.v
export SDC_FILE = /design/flow/constraint.sdc
export NUM_CORES = 4
export LEC_CHECK = 1
export CORE_UTILIZATION = 40
[constraint.sdc]
current_design LCD

set clk_period 7.8
set clk_io_pct 0.2

create_clock -name clk0 -period $clk_period [get_ports {clk}]

set non_clock_inputs [all_inputs -no_clocks]
set_input_delay [expr $clk_period * $clk_io_pct] -clock clk0 $non_clock_inputs
set_output_delay [expr $clk_period * $clk_io_pct] -clock clk0 [all_outputs]
==> metrics.log <==
[flow] collecting metrics
[metrics] number of clock buffers inserted by TritonCTS: 5
[metrics] final cycle utilization of the critical path: 0.558
[metrics] post-detailed-routing wire length: a little under 8000 um
[metrics] Synth top cell by count: sky130_fd_sc_hd__edfxtp_1
[metrics] Post-synth area hogs: sky130_fd_sc_hd__edfxtp_1 38%, sky130_fd_sc_hd__a21oi_1 5.6%, sky130_fd_sc_hd__xnor2_1 4.0%
[metrics] CP Max Fanout: 14
[metrics] pre-CTS setup slack: about 3.5 ns
[metrics] data arrival at the endpoint of the critical path: 4.32 ns
[metrics] via count: about 2,800
[metrics] most frequent cell on the critical path: sky130_fd_sc_hd__a21oi_1
[metrics] number of remaining DRC errors: 0
[metrics] leading register cell type out of synthesis: sky130_fd_sc_hd__edfxtp_1
[metrics] clock insertion delay at the later pin of the skew report: between 0.2 and 0.3 ns
[metrics] standard cell core area: 0.00785 mm^2
[metrics] dpl cell area: approximately 0.0034 mm^2
[metrics] CP startpoint kind: register
[metrics] synthesis-to-finish area growth: 6.80%
[metrics] slew margin rel.: 0.539
[metrics] Syn Inst Count: around 380
[metrics] diode count: 0
[metrics] cell area power density: 373 mW/mm^2
[metrics] Detailed Routing Iterations Pass 1: 5
[metrics] pre-placement core utilization: 0.420
[metrics] Synth Register Bits: about 43
[metrics] Die W: around 93 um
[metrics] slowest cell delay on critical path: ~0.63 ns
[metrics] via count of the first global-routing pass: 2,500
[metrics] Avg Cell Area, Syn: around 8.7 um^2
[metrics] post-synthesis sequential area ratio: 0.389
[metrics] number of endpoints with negative hold slack in the final report: 0
[metrics] number of core rows: 32
[metrics] Clock H-tree levels: 2
[metrics] global router's overall resource usage: 0.195
[metrics] required arrival time at the worst endpoint: a little under 8 ns
[metrics] Resized Gates After CTS: 0
[metrics] final number of max-transition violations: 0
[metrics] cell with the biggest individual delay on the critical path: sky130_fd_sc_hd__nand4_1
[metrics] die footprint: ~0.0086 mm^2
[metrics] list of cells traversed by the critical path: ha_1 -> nand4_1 -> or3_1 -> a31o_2 -> a21oi_1 -> a21oi_1 -> o211ai_1 -> a21boi_0 -> o21ai_0 -> a32o_1
[metrics] clock-pin slew on the worst setup and hold paths: around 0.080 ns
[metrics] top cells by instance count after synthesis: 42 x sky130_fd_sc_hd__edfxtp_1, 37 x sky130_fd_sc_hd__a21oi_1, 33 x sky130_fd_sc_hd__nand2_1, 29 x sky130_fd_sc_hd__nor2_1, 20 x sky130_fd_sc_hd__clkbuf_1
[metrics] antenna violations before repair: 0
[metrics] asr flop ratio synth: 0
[metrics] maximum number of pins on one net before global-route repair: 27
[metrics] total number of warnings across the stage logs: 26
[metrics] WP buf/inv: 0
[metrics] setup violators final: 0
[metrics] total leakage power: 1.07 nW
[metrics] kind of end point of the critical path: register
[metrics] Final Cell Area: around 0.0035 mm^2
[metrics] area fraction of the dominant cell type after synthesis: 0.383
[metrics] RSZ-0062 raised after global routing: false
[metrics] final worst setup slack: 3.45 ns
[metrics] detailed-route vias per instance: approximately 6.0
[metrics] synth warn: 1
[metrics] fraction of layout cells with a size suffix above 1: 0.0539
[metrics] worst setup path class: reg -> reg
[metrics] number of max-cap violations: 0
[metrics] drt wl/cell: 16.4 um
[metrics] final critical path time including I/O delays and setup: 4.35 ns
[metrics] post-cts hold buffer count: 0
[metrics] final-layout setup total negative slack: 0 ns
[metrics] placed cell count: 466
[metrics] I/O pin total: 12
[metrics] post-route non-filler standard cell count: between 400 and 500
[metrics] path type of the worst min-delay path: reg -> reg
[metrics] total power of the final layout: approximately 1.3 mW
[metrics] TritonCTS clock tree: yes
[metrics] global route total overflow: 0
[metrics] biggest area consumer among synthesized cells: sky130_fd_sc_hd__edfxtp_1
[metrics] master cell of the clock root buffer: sky130_fd_sc_hd__clkbuf_8
[metrics] Detail Route Antenna Nets: 0
[metrics] yosys synthesis chip area: between 0.003 and 0.004 mm^2
[metrics] die outline height: 92.7 um
[metrics] FMAX: around 230 MHz
[metrics] Clock Path Buffers: 2
[metrics] post-synthesis cell count from yosys: 378
[metrics] buffers added on ports: 9
[metrics] post-synth tally of flip-flops with integrated enable: roughly 42
[metrics] slew at the pin closest to its max-slew limit: slightly below 0.7 ns
[metrics] distinct cell type count of the synthesized netlist: slightly below 70
[metrics] Worst VDD drop: between 0.15 and 0.2 mV
[metrics] final weighted congestion in routability-driven placement: between 0.9 and 1
[metrics] area of the mapped netlist: roughly 0.0033 mm^2
[metrics] Worst Clk Skew: approximately 0.0088 ns
[metrics] status: completed
[metrics] number of violations reported at the end of detailed-routing iteration 0: just under 400
[metrics] cell type group with the largest total delay on the critical path: AND-OR/OR-AND gates
[metrics] first-pass GRT wire length: approximately 13,000 um
[metrics] TritonCTS Sinks: between 40 and 50
[metrics] half-perimeter wire length after placement: approximately 5600 um
[metrics] total setup buffers inserted after CTS: 0
flip-flops by register name, indices dropped and copies added (netlist names):
| name | flops |
|---|---|
| enb | 1 |
| i | 4 |
| data | 7 |
| rs | 1 |
| del_counter | 26 |
| state | 3 |
| cmd_data | 1 |
power breakdown:
part,total (mW),switching (mW),internal (mW)
clock,0.164,0.0700,0.0938
combinational,0.567,0.325,0.243
sequential,0.582,0.179,0.403
cells in the final DEF (no fill, tap or decap), types with 7 or more instances in the layout:
| cell | Yosys | routed |
|---|---|---|
| sky130_fd_sc_hd__nand2_1 | 33 | 33 |
| sky130_fd_sc_hd__conb_1 | 2 | 7 |
| sky130_fd_sc_hd__edfxtp_1 | 42 | 42 |
| sky130_fd_sc_hd__inv_1 | 9 | 9 |
| sky130_fd_sc_hd__clkdlybuf4s50_1 | 0 | 9 |
| sky130_fd_sc_hd__nand3_1 | 18 | 18 |
| sky130_fd_sc_hd__o21ai_0 | 17 | 17 |
| sky130_fd_sc_hd__nor2_1 | 29 | 29 |
| sky130_fd_sc_hd__nor3_1 | 8 | 8 |
| sky130_fd_sc_hd__xnor2_1 | 15 | 15 |
| sky130_fd_sc_hd__nor4_1 | 8 | 8 |
| sky130_fd_sc_hd__a21oi_1 | 37 | 37 |
| sky130_fd_sc_hd__nand4_1 | 14 | 14 |
final timing paths:
kind,cells after the start,to,slack (ns),start
max,10,data[6],3.45,del_counter[0]
min,2,data[1],0.63,cmd_data
max reg2reg,10,data[6],3.45,del_counter[0]
min reg2reg,2,data[1],0.63,cmd_data
layer usage:
metal / vias to the layer above / part of all wire / routed length [um] / GRT usage
met5: - / 0 / 0 / 0
met4: 0 / 0.0044 / 34 / 0.0141
met1: 1295 / 0.50 / 3830 / 0.346
li1: 1431 / - / - / -
met2: 114 / 0.43 / 3340 / 0.272
met3: 6 / 0.068 / 527 / 0.0317
worst register-to-register path: cells and delay by family (launching register included):
family | cells | cell delay (ns)
AND-OR/OR-AND | 7 | 1.73
AND/OR/NAND/NOR | 2 | 1.22
adder cells (fa/ha/maj) | 1 | 0.50
flip-flops | 1 | 0.58
kinds of logic after synthesis:
group / count (synthesis) / share of synthesized area
buf+inv: 40 / 0.0521
flops: 43 / 0.389
xor+xnor: 22 / 0.0608
fa+ha+maj: 2 / 0.00760
other cells: 2 / 0.00228
compound gates: 119 / 0.247
simple gates: 149 / 0.238
mux: 1 / 0.00304
area by class of cell:
class	instances	area, um^2
Clock inverter	1	30.0
Clock buffer	6	72.6
Inverter	9	33.8
Tap cell	102	128
Fill cell	789	4330
Timing Repair Buffer	12	113
Multi-Input combinational cell	300	1860
Sequential cell	43	1280
metrics by stage:
step,hold WS (ns),util
finish,0.629,0.448
global route,0.677,0.448
CTS,0.635,0.448
detailed placement,0.617,0.435
global placement,0.611,0.435
floorplan,0.572,-
Power figures rest on the tool's default switching activity, not on a simulated workload.
